--- ./run.sh ---
#!/bin/bash
# OpenROAD 26Q1-2900-gdf79404cd8, Yosys 0.63+post, stock flow scripts
make -C /OpenROAD-flow-scripts/flow DESIGN_CONFIG=/design/flow/config.mk WORK_HOME=/design/flow/orfs finish
--- ./config.mk ---
export PLATFORM = sky130hd
export DESIGN_NAME = top
export DESIGN_NICKNAME = top
export VERILOG_FILES = /design/flow/design.v
export SDC_FILE = /design/flow/constraint.sdc
export NUM_CORES = 4
export LEC_CHECK = 1
export CORE_UTILIZATION = 40
--- ./constraint.sdc ---
current_design top

set clk_period 5.7
set clk_io_pct 0.2

create_clock -name clk0 -period $clk_period [get_ports {clk}]

set non_clock_inputs [all_inputs -no_clocks]
set_input_delay [expr $clk_period * $clk_io_pct] -clock clk0 $non_clock_inputs
set_output_delay [expr $clk_period * $clk_io_pct] -clock clk0 [all_outputs]
--- ./design.v ---
`timescale 1ns / 1ps
module ACS #(parameter data_width = 2, parameter path_width = 4, parameter seq_width = 5) (
	 input clk,
	 input reset,
	 input Enable,
	 input      [data_width-1 : 0] bmu1,
	 input      [path_width-1 : 0] pmu1,
	 input      [data_width-1 : 0] bmu2,
	 input      [path_width-1 : 0] pmu2,
	 input      [path_width-1 : 0] seq1,  
	 input      [path_width-1 : 0] seq2,  
	 input concatenate,
	 input [1:0] sel,
	 output reg [path_width-1 : 0] pmu,
	 output reg [seq_width-1  : 0] seq
    );
reg [path_width-1 : 0] adder1_out;  
reg [path_width-1 : 0] adder2_out;
reg [path_width-1 : 0] mux_out;
reg [seq_width-1 : 0] seq_mux;
reg [seq_width-1 : 0] MUX;
always @ (posedge clk or posedge reset)
	begin
		if (reset)
			begin
				pmu <= 4'd0;   
				seq <= 5'd0;  
			end
		else if (Enable)
			begin
				pmu <= MUX;
				seq <= seq_mux; 
			end
		else
			seq <= seq_mux;
	end
always @*
	begin
		adder1_out = bmu1 + pmu1;
		adder2_out = bmu2 + pmu2;
		if(adder1_out > adder2_out)
			begin
				mux_out = adder1_out;
				seq_mux = {seq1, concatenate};
			end
		else  
			begin
				mux_out = adder2_out;
				seq_mux = {seq2, concatenate};
			end
		case(sel)
			2'b00 : MUX   = adder1_out;
			2'b01 : MUX   = mux_out;
			2'b10 : MUX   = adder2_out;
			default : MUX = mux_out;
		endcase
end
endmodule
`timescale 1ns / 1ps
module ACS_unit #(parameter data_width = 2, parameter path_width = 4, parameter seq_width = 10) (
     input clk,
     input reset,
     input Enable1,
     input Enable2,
     input Enable3,
     input Enable4,
     input [1:0] sel,
     input      [data_width-1 : 0] acs00_branch,
     input      [data_width-1 : 0] acs01_branch,
     input      [data_width-1 : 0] acs10_branch,
     input      [data_width-1 : 0] acs11_branch,
     output wire [path_width-1 : 0] pmu00,
     output wire [seq_width-1  : 0] seq00,
     output wire [path_width-1 : 0] pmu01,
     output wire [seq_width-1  : 0] seq01,
     output wire [path_width-1 : 0] pmu10,
     output wire [seq_width-1  : 0] seq10,
     output wire [path_width-1 : 0] pmu11,
     output wire [seq_width-1  : 0] seq11
    );
ACS ACS00( .clk(clk), .reset(reset), .Enable(Enable1), .bmu1(acs00_branch), .sel(sel),
.pmu1(pmu00), .bmu2(acs01_branch), .pmu2(pmu10), .pmu(pmu00), .seq1(seq00), .seq2(seq10), .concatenate(0), .seq(seq00));
ACS ACS01( .clk(clk), .reset(reset), .Enable(Enable2), .bmu1(acs01_branch), .sel(sel),
.pmu1(pmu00), .bmu2(acs00_branch), .pmu2(pmu10), .pmu(pmu01), .seq1(seq00), .seq2(seq10), .concatenate(1), .seq(seq01));
ACS ACS10( .clk(clk), .reset(reset), .Enable(Enable3), .bmu1(acs10_branch), .sel(sel),
.pmu1(pmu01), .bmu2(acs11_branch), .pmu2(pmu11), .pmu(pmu10), .seq1(seq01), .seq2(seq11), .concatenate(0), .seq(seq10));
ACS ACS11( .clk(clk), .reset(reset), .Enable(Enable4), .bmu1(acs11_branch), .sel(sel),
.pmu1(pmu01), .bmu2(acs10_branch), .pmu2(pmu11), .pmu(pmu11), .seq1(seq01), .seq2(seq11), .concatenate(1), .seq(seq11));
endmodule
`timescale 1ns / 1ps
module BMU #(parameter data_width = 2) ( 
    input       [data_width-1 : 0] rx_data,
    input       [data_width-1 : 0] trellis,
    output wire [data_width-1 : 0] bmu_out
    );
reg [data_width-1 : 0] temp;
always @*
    begin
        temp[0] = !(rx_data[0] ^ trellis[0]);
        temp[1] = !(rx_data[1] ^ trellis[1]);   
    end
   assign bmu_out = temp[0] + temp[1];
endmodule
`timescale 1ns / 1ps
module BMU_top #(parameter data_width = 2) (
    input       [data_width-1 : 0] rx_data,
    output wire [data_width-1 : 0] bmu_out00,
    output wire [data_width-1 : 0] bmu_out01,
    output wire [data_width-1 : 0] bmu_out10,
    output wire [data_width-1 : 0] bmu_out11
    );
wire [data_width-1 : 0] state00;
wire [data_width-1 : 0] state11;
wire [data_width-1 : 0] state10;
wire [data_width-1 : 0] state01;
assign state00 = 00;
assign state11 = 11;
assign state10 = 10;
assign state01 = 01;
BMU bmu00 (.rx_data(rx_data), .trellis(state00), .bmu_out(bmu_out00));
BMU bmu01 (.rx_data(rx_data), .trellis(state11), .bmu_out(bmu_out01));
BMU bmu10 (.rx_data(rx_data), .trellis(state10), .bmu_out(bmu_out10));
BMU bmu11 (.rx_data(rx_data), .trellis(state01), .bmu_out(bmu_out11));
endmodule
`timescale 1ns / 1ps
module top #(parameter data_width = 2, parameter path_width = 4, parameter seq_width = 5)(
	input clk,
    input reset,
    input [data_width-1 : 0] state,
	input [data_width-1 : 0] rx_data,
	output reg [seq_width-1  : 0] sequence
    );
wire [path_width-1 : 0] pmu00;
wire [path_width-1 : 0] pmu01;
wire [path_width-1 : 0] pmu10;
wire [path_width-1 : 0] pmu11;
wire [seq_width-1  : 0] seq00;
wire [seq_width-1  : 0] seq01;
wire [seq_width-1  : 0] seq10;
wire [seq_width-1  : 0] seq11;
wire [data_width-1 : 0] bmu_out00;
wire [data_width-1 : 0] bmu_out01;
wire [data_width-1 : 0] bmu_out10;
wire [data_width-1 : 0] bmu_out11;
reg Enable1;
reg Enable2;
reg Enable3;
reg Enable4;
reg [1:0] sel;
BMU_top  BMU ( .rx_data(rx_data), .bmu_out00(bmu_out00), .bmu_out01(bmu_out01), .bmu_out10(bmu_out10), .bmu_out11(bmu_out11));
ACS_unit ACS (.clk(clk), .reset(reset), .Enable1(Enable1), .Enable2(Enable2), .Enable3(Enable3), .Enable4(Enable4), 
.acs00_branch(bmu_out00), .acs01_branch(bmu_out01),.acs10_branch(bmu_out10), .acs11_branch(bmu_out11),
.pmu00(pmu00), .seq00(seq00), .pmu01(pmu01), .seq01(seq01), .pmu10(pmu10), .seq10(seq10), .pmu11(pmu11),
.seq11(seq11), .sel(sel));
reg [2:0] counter;
reg [seq_width-1 : 0] Right_path;
reg [seq_width-1 : 0] Right_path1;
reg [seq_width-1 : 0] Right_path2;
reg [path_width-1 : 0] max1;
reg [path_width-1 : 0] max2;
always @(posedge clk or posedge reset) 
	begin 
		if(reset)
			counter <= 3'd0;
		 else 
		 	counter <= counter + 1'b1;
	end
	always @*
		begin
			case (counter)
				3'd0 : begin
						case (state)
							2'b00 : begin 		
									Enable1  = 1'b1;
									Enable2  = 1'b1;
									Enable3  = 1'b0;
									Enable4  = 1'b0;
								    sel      = 2'b00;  
							end
							2'b01 : begin 
									Enable1  = 1'b0;
									Enable2  = 1'b0;
									Enable3  = 1'b1;
									Enable4  = 1'b1;
									sel      = 2'b00;  
							end	
							2'b10 : begin 
									Enable1  = 1'b1;
									Enable2  = 1'b1;
									Enable3  = 1'b0;
									Enable4  = 1'b0;
									sel      = 2'b10;  
							end	
							2'b11 : begin 
									Enable1  = 1'b0;
									Enable2  = 1'b0;
									Enable3  = 1'b1;
									Enable4  = 1'b1;
									sel      = 2'b10;  
							end
						endcase
						sequence = 5'd0;		
				end
				3'd1 : begin
					case (state)
							2'b00 : sel = 2'b00;  
							2'b01 : sel = 2'b10;  
							2'b10 : sel = 2'b00;  
							2'b11 :	sel = 2'b10;  
					endcase
						Enable1  = 1'b1;
						Enable2  = 1'b1;
						Enable3  = 1'b1;
						Enable4  = 1'b1;
						sequence = 5'd0;
				end
				3'd5 : begin
						sel      = 2'b01;
						Enable1  = 1'b1;
						Enable2  = 1'b1;
						Enable3  = 1'b1;
						Enable4  = 1'b1;
						sequence = Right_path;
				end
				default : begin 
						sel      = 2'b01;
						Enable1  = 1'b1;
						Enable2  = 1'b1;
						Enable3  = 1'b1;
						Enable4  = 1'b1;
						sequence = 5'd0;
				end
			endcase
		end
always @*
	begin
		if(pmu00 > pmu01) begin
			Right_path1 = seq00;
			max1 = pmu00;
			end
		else begin
			Right_path1 = seq01;
            max1 = pmu01;
            end
		if (pmu10 > pmu11) begin
			Right_path2 = seq10;
			max2 = pmu10;
			end
		else begin
			Right_path2 = seq10;
            max2 = pmu11;
            end
		if(max1 > max2)
			Right_path = Right_path1;
		else
			Right_path = Right_path2;
	end
endmodule
==> flow_summary.yaml <==
# yosys + openroad results
route:
  vias: 2161
  wl_um: 6510
  via_per_inst: 5.23
  drt-initial-drc-count: 63
  routedWlPerCell_um: 15.8
  diodes: 0
  drc: 0
  antenna_left: 0
  drtPass1Iterations: 4
place:
  port_buffers: 10
  place_area_mm2: 0.00321
  finalWeightedCongestion: 0.872
  dp_hpwl_um: 5080
  dp_cells: 405
grt:
  grt_usage: 0.196
  grt.overflow.total: 0
  grt_pass1_vias: 2218
  antenna_found_initial: 0
  grt_start_max_net_pins: 34
  grt_pass1_wl_um: 11300
worst_setup_path:
  path_max_fanout: 8
  endpoint_kind: "output port"
  r2r_cells: 9
  cp.arrival_ps: 4060
  worstReg2RegStart: "ACS.ACS01.pmu[0]$_DFFE_PP0P_"
  crit_family: "AND-OR/OR-AND gates"
  crit_path_start: "ACS.ACS11.pmu[1]$_DFFE_PP0P_"
  r2r-end: "ACS.ACS10.pmu[0]$_DFFE_PP0P_"
  path_cells: "inv_1, ha_1, nor2b_1, o21a_1, o21a_1, o21ai_1, mux2_2, ha_1, and4_1, a21oi_1, nor2_1, a211oi_1, clkdlybuf4s50_1"
  cp.buffers_inverters: 2
  critPathKind: "reg -> out"
  crit_path_end: "sequence[2]"
  slowest_stage: "dfrtp_1"
  cp.depth: 13
  crit_path_start_kind: "register"
  rrSetupSlack_ps: 2630
  required_ps: 4560
  cp_slowest_stage_delay_ps: 510
synthesis:
  ys_warn_count: 23
  syn_inst: 302
  ys_types: 56
  yosysChipArea_mm2: 0.00300
  ys.flops: 33
  flop_cell: "dfrtp_1"
  yosys_cells: 302
  async_flop_share: 1.00
  avgSynthCellArea_um2: 9.94
  syn_area_mm2: 0.00300
  ys_seq_frac: 0.275
  edf_count: 0
sta:
  tightest_slew_ps: 852
  setup_tns_ps: 0
  drv_slew: 0
  period_needed_ps: 5200
  slew_headroom: 0.431
  setup_viol: 0
  fin_crit_sh: 0.912
  timing.fmax_ghz: 0.192
  rsz0062_at_grt: "false"
  skew_ps: 15.3
  report.final.hold_viol_count: 0
floorplan:
  die_y_um: 88.6
  rows: 31
  dieArea_mm2: 0.00785
  coreArea_mm2: 0.00725
  die_w_um: 88.6
  io_pins: 11
  core_util_floorplan: 0.414
cells_and_area:
  regArea_um2: 826
  area_delta_synth_final_pct: 10.7
  lay_top_count: "ha_1"
  fin_area_mm2: 0.00332
  final_cell_mix: "ha_1 (43), dfrtp_1 (33), inv_1 (26), nor2_1 (20), nand2_1 (16)"
  stdcell_count: 413
  fillerInstances: 670
  drive_gt1_frac: 0.0955
  logic_area_mm2: 0.00204
status:
  outcome: "completed"
clock_network:
  clock-sinks: 33
  clkTransAtPathRegs_ps: 80
  clock.latency.late_pin_ps: 290
  root_buffer: "clkbuf_8"
  cts_buffer_depth: 2
  cts_tree: "done"
  cts.htree.levels: 2
  cts_setup_buffers: 0
  cts_resized: 0
  postCtsHoldBufs: 0
  cts-buffers-inserted: 5
job:
  log.warning_count: 30
  cap_violations: 0
min_path:
  min_path_type: "reg -> reg"
## logic make-up (layout without fill, tap and decap cells)
kind of cell             Yosys count  count (layout)  synth area share
flip-flops                        33              33             0.275
buffers and inverters             34              46            0.0438
adder cells (fa/ha/maj)           51              51             0.233
AND-OR/OR-AND                     62              62             0.171
other                              1               1           0.00125
XOR/XNOR                          19              19            0.0555
AND/OR/NAND/NOR                   77              77             0.133
multiplexers                      25              25            0.0876
## synthesized netlist by cell type, types with 2 or more instances
library cell | n | share of area
xor2_1 | 8 | 0.023
o22ai_1 | 2 | 0.0042
nor2b_1 | 8 | 0.017
buf_2 | 3 | 0.0050
or3_1 | 2 | 0.0042
a211oi_1 | 6 | 0.015
a31oi_1 | 3 | 0.0063
mux2_2 | 10 | 0.038
o21ai_0 | 5 | 0.0083
xnor2_1 | 11 | 0.032
a21o_1 | 4 | 0.010
nor3b_1 | 4 | 0.010
nor3_1 | 4 | 0.0067
nand3_1 | 5 | 0.0083
nand2_1 | 16 | 0.020
dfrtp_1 | 33 | 0.28
o211ai_1 | 2 | 0.0050
and4_1 | 2 | 0.0058
inv_1 | 26 | 0.033
and2_1 | 4 | 0.0083
clkbuf_1 | 4 | 0.0050
nand4_1 | 2 | 0.0042
ha_1 | 43 | 0.18
o21ai_1 | 4 | 0.0067
fa_1 | 8 | 0.053
a21oi_1 | 13 | 0.022
o21a_1 | 4 | 0.010
nor2_1 | 20 | 0.025
o41ai_4 | 2 | 0.018
nand2b_1 | 3 | 0.0063
a22oi_1 | 2 | 0.0050
mux2i_1 | 15 | 0.050
## metrics by stage
step	setup WS (ps)	hold WS (ps)	util
after detailed placement	844	439	0.442
after floorplan	1700	445	-
after CTS	510	454	0.458
after global routing	282	456	0.458
after global placement	939	442	0.442
final	502	441	0.458
## worst min-delay path by stage
stage	startpoint	end	slack, ps	cells after the start
after CTS	ACS.ACS11.seq[0]$_DFF_PP0_	ACS.ACS11.seq[1]$_DFF_PP0_	450	0
after global routing	ACS.ACS11.seq[0]$_DFF_PP0_	ACS.ACS11.seq[1]$_DFF_PP0_	460	0
final	ACS.ACS11.seq[0]$_DFF_PP0_	ACS.ACS11.seq[1]$_DFF_PP0_	440	0
## per-layer routing
layer,share of wire,up-vias,global-route usage
met5,0,-,0
met4,0.011,0,0.0205
met3,0.025,6,0.0208
met2,0.46,25,0.308
met1,0.50,1029,0.314
li1,-,1101,-
## sequential cells by signal (all words and copies together), names as in the netlist
register       count
ACS.ACS10.pmu      4
ACS.ACS10.seq      4
ACS.ACS01.pmu      4
ACS.ACS11.pmu      4
counter            3
ACS.ACS01.seq      3
ACS.ACS00.seq      3
ACS.ACS11.seq      4
ACS.ACS00.pmu      4
## worst register-to-register path: cells and delay by family, from the launching register on
family                   cells  cell delay (ps)
adder cells (fa/ha/maj)      3             1040
AND/OR/NAND/NOR              1              160
XOR/XNOR                     1              260
AND-OR/OR-AND                3              910
flip-flops                   1              460
multiplexers                 1              130
## cell type report
| type | count | share of cell area |
|---|---|---|
| Tap cell | 99 | 0.0373 |
| Timing Repair Buffer | 12 | 0.0347 |
| Multi-Input combinational cell | 235 | 0.615 |
| Clock inverter | 1 | 0.00904 |
| Inverter | 26 | 0.0294 |
| Sequential cell | 33 | 0.249 |
| Clock buffer | 7 | 0.0260 |
